File: design.v
`timescale 1ns / 1ps
module SCCB_interface
#(
    parameter CLK_FREQ = 15000000,
    parameter SCCB_FREQ = 100000
)
(
    input wire clk,
    input wire start,
    input wire [7:0] address,
    input wire [7:0] data,
    output reg ready,
    output reg SIOC_oe,
    output reg SIOD_oe
    );
    localparam CAMERA_ADDR = 8'h42;
    localparam FSM_IDLE = 0;
    localparam FSM_START_SIGNAL = 1;
    localparam FSM_LOAD_BYTE = 2;
    localparam FSM_TX_BYTE_1 = 3;
    localparam FSM_TX_BYTE_2 = 4;
    localparam FSM_TX_BYTE_3 = 5;
    localparam FSM_TX_BYTE_4 = 6;
    localparam FSM_END_SIGNAL_1 = 7;
    localparam FSM_END_SIGNAL_2 = 8;
    localparam FSM_END_SIGNAL_3 = 9;
    localparam FSM_END_SIGNAL_4 = 10;
    localparam FSM_DONE = 11;
    localparam FSM_TIMER = 12;
    initial begin 
        SIOC_oe = 0;
        SIOD_oe = 0;
        ready = 1;
    end
    reg [3:0] FSM_state = 0;
    reg [3:0] FSM_return_state = 0;
    reg [31:0] timer = 0;
    reg [7:0] latched_address;
    reg [7:0] latched_data; 
    reg [1:0] byte_counter = 0;
    reg [7:0] tx_byte = 0;
    reg [3:0] byte_index = 0;
    always@(posedge clk) begin
        case(FSM_state) 
            FSM_IDLE: begin
                byte_index <= 0;
                byte_counter <= 0;
                if (start) begin 
                    FSM_state <= FSM_START_SIGNAL;
                    latched_address <= address;
                    latched_data <= data;
                    ready <= 0;
                end
                else begin
                    ready <= 1;
                end
            end
            FSM_START_SIGNAL: begin  
                FSM_state <= FSM_TIMER;
                FSM_return_state <= FSM_LOAD_BYTE;
                timer <= (CLK_FREQ/(4*SCCB_FREQ));
                SIOC_oe <= 0;
                SIOD_oe <= 1;
            end
            FSM_LOAD_BYTE: begin  
                FSM_state <= (byte_counter == 3) ? FSM_END_SIGNAL_1 : FSM_TX_BYTE_1;
                byte_counter <= byte_counter + 1;
                byte_index <= 0;  
                case(byte_counter)
                    0: tx_byte <= CAMERA_ADDR;
                    1: tx_byte <= latched_address;
                    2: tx_byte <= latched_data;
                    default: tx_byte <= latched_data;
                endcase
            end
            FSM_TX_BYTE_1: begin  
                FSM_state <= FSM_TIMER;
                FSM_return_state <= FSM_TX_BYTE_2;
                timer <= (CLK_FREQ/(4*SCCB_FREQ));
                SIOC_oe <= 1; 
            end
            FSM_TX_BYTE_2: begin  
                FSM_state <= FSM_TIMER;
                FSM_return_state <= FSM_TX_BYTE_3;
                timer <= (CLK_FREQ/(4*SCCB_FREQ));  
                SIOD_oe <= (byte_index == 8) ? 0 : ~tx_byte[7];  
            end
            FSM_TX_BYTE_3: begin  
                FSM_state <= FSM_TIMER;
                FSM_return_state <= FSM_TX_BYTE_4;
                timer <= (CLK_FREQ/(2*SCCB_FREQ));
                SIOC_oe <= 0;  
            end
            FSM_TX_BYTE_4: begin  
                FSM_state <= (byte_index == 8) ? FSM_LOAD_BYTE : FSM_TX_BYTE_1;
                tx_byte <= tx_byte<<1;  
                byte_index <= byte_index + 1;
            end
            FSM_END_SIGNAL_1: begin  
                FSM_state <= FSM_TIMER;
                FSM_return_state <= FSM_END_SIGNAL_2;
                timer <= (CLK_FREQ/(4*SCCB_FREQ));
                SIOC_oe <= 1;
            end
            FSM_END_SIGNAL_2: begin  
                FSM_state <= FSM_TIMER;
                FSM_return_state <= FSM_END_SIGNAL_3;
                timer <= (CLK_FREQ/(4*SCCB_FREQ));
                SIOD_oe <= 1;
            end
            FSM_END_SIGNAL_3: begin  
                FSM_state <= FSM_TIMER;
                FSM_return_state <= FSM_END_SIGNAL_4;
                timer <= (CLK_FREQ/(4*SCCB_FREQ));
                SIOC_oe <= 0;
            end
            FSM_END_SIGNAL_4: begin  
                FSM_state <= FSM_TIMER;
                FSM_return_state <= FSM_DONE;
                timer <= (CLK_FREQ/(4*SCCB_FREQ));
                SIOD_oe <= 0;
            end
            FSM_DONE: begin  
                FSM_state <= FSM_TIMER;
                FSM_return_state <= FSM_IDLE;
                timer <= (2*CLK_FREQ/(SCCB_FREQ));
                byte_counter <= 0;
            end
            FSM_TIMER: begin  
                FSM_state <= (timer == 0) ? FSM_return_state : FSM_TIMER;
                timer <= (timer==0) ? 0 : timer - 1;
            end
        endcase
    end
endmodule
`timescale 1ns / 1ps
module camera_configure
    #(
    parameter CLK_FREQ=15000000
    )
    (
    input wire clk,
    input wire start,
    output wire sioc,
    output wire siod,
    output wire done
    );
    wire [7:0] rom_addr;
    wire [15:0] rom_dout;
    wire [7:0] SCCB_addr;
    wire [7:0] SCCB_data;
    wire SCCB_start;
    wire SCCB_ready;
    wire SCCB_SIOC_oe;
    wire SCCB_SIOD_oe;
    assign sioc = SCCB_SIOC_oe ? 1'b0 : 1'b1;
    assign siod = SCCB_SIOD_oe ? 1'b0 : 1'b1;
    OV7670_config_rom rom1(
        .clk(clk),
        .addr(rom_addr),
        .dout(rom_dout)
        );
    OV7670_config #(.CLK_FREQ(CLK_FREQ)) config_1(
        .clk(clk),
        .SCCB_interface_ready(SCCB_ready),
        .rom_data(rom_dout),
        .start(start),
        .rom_addr(rom_addr),
        .done(done),
        .SCCB_interface_addr(SCCB_addr),
        .SCCB_interface_data(SCCB_data),
        .SCCB_interface_start(SCCB_start)
        );
    SCCB_interface #( .CLK_FREQ(CLK_FREQ)) SCCB1(
        .clk(clk),
        .start(SCCB_start),
        .address(SCCB_addr),
        .data(SCCB_data),
        .ready(SCCB_ready),
        .SIOC_oe(SCCB_SIOC_oe),
        .SIOD_oe(SCCB_SIOD_oe)
        );
endmodule
`timescale 1ns / 1ps
module OV7670_config
#(
    parameter CLK_FREQ = 15000000
)
(
    input wire clk,
    input wire SCCB_interface_ready,
    input wire [15:0] rom_data,
    input wire start,
    output reg [7:0] rom_addr,
    output reg done,
    output reg [7:0] SCCB_interface_addr,
    output reg [7:0] SCCB_interface_data,
    output reg SCCB_interface_start
    );
    initial begin
        rom_addr = 0;
        done = 0;
        SCCB_interface_addr = 0;
        SCCB_interface_data = 0;
        SCCB_interface_start = 0;
    end
    localparam FSM_IDLE = 0;
    localparam FSM_SEND_CMD = 1;
    localparam FSM_DONE = 2;
    localparam FSM_TIMER = 3;
    reg [2:0] FSM_state = FSM_IDLE;
    reg [2:0] FSM_return_state;
    reg [31:0] timer = 0; 
    always@(posedge clk) begin
        case(FSM_state)
            FSM_IDLE: begin 
                FSM_state <= start ? FSM_SEND_CMD : FSM_IDLE;
                rom_addr <= 0;
                done <= start ? 0 : done;
            end
            FSM_SEND_CMD: begin 
                case(rom_data)
                    16'hFFFF: begin  
                        FSM_state <= FSM_DONE;
                    end
                    16'hFFF0: begin  
                        timer <= (CLK_FREQ/100);  
                        FSM_state <= FSM_TIMER;
                        FSM_return_state <= FSM_SEND_CMD;
                        rom_addr <= rom_addr + 1;
                    end
                    default: begin  
                        if (SCCB_interface_ready) begin
                            FSM_state <= FSM_TIMER;
                            FSM_return_state <= FSM_SEND_CMD;
                            timer <= 0;  
                            rom_addr <= rom_addr + 1;
                            SCCB_interface_addr <= rom_data[15:8];
                            SCCB_interface_data <= rom_data[7:0];
                            SCCB_interface_start <= 1;
                        end
                    end
                endcase
            end
            FSM_DONE: begin  
                FSM_state <= FSM_IDLE;
                done <= 1;
            end
            FSM_TIMER: begin  
                FSM_state <= (timer == 0) ? FSM_return_state : FSM_TIMER;
                timer <= (timer==0) ? 0 : timer - 1;
                SCCB_interface_start <= 0;
            end
        endcase
    end
endmodule
`timescale 1ns / 1ps
module OV7670_config_rom(
    input wire clk,
    input wire [7:0] addr,
    output reg [15:0] dout
    );
    always @(posedge clk) begin
    case(addr) 
        8'h00: dout <= 16'h12_80;  
	    8'h01: dout <= 16'h12_80;  
	    8'h02: dout <= 16'h12_14;  
	    8'h03: dout <= 16'h11_40;  
	    8'h04: dout <= 16'h0C_04;  
	    8'h05: dout <= 16'h3E_19;  
   		8'h06: dout <= 16'h72_11;  
   		8'h07: dout <= 16'h73_F1;  
 		8'h08: dout <= 16'h8C_00;  
		8'h09: dout <= 16'h04_00;  
		8'h0A: dout <= 16'h40_10;  
		8'h0B: dout <= 16'h3a_04;  
		8'h0C: dout <= 16'h14_38;  
		8'h0D: dout <= 16'h4f_A0; 
		8'h0E: dout <= 16'h50_A0; 
		8'h0F: dout <= 16'h51_00; 
		8'h10: dout <= 16'h52_22; 
		8'h11: dout <= 16'h53_5E;  
		8'h12: dout <= 16'h54_80;
		8'h13: dout <= 16'h58_9e; 
		8'h14: dout <= 16'h3d_c0;  
		8'h15: dout <= 16'h11_00;  
		8'h16: dout <= 16'h17_16;  
		8'h17: dout <= 16'h18_04;  
		8'h18: dout <= 16'h32_24;  
		8'h19: dout <= 16'h19_03;  
        8'h1A: dout <= 16'h1A_7B;  
        8'h1B: dout <= 16'h03_08;  
        8'h1C: dout <= 16'h0E_61;  
        8'h1D: dout <= 16'h0F_4b;  
        8'h1E: dout <= 16'h16_02;
        8'h1F: dout <= 16'h1E_3B;  
        8'h20: dout <= 16'h21_02;
        8'h21: dout <= 16'h22_91;   
        8'h22: dout <= 16'h29_07;
        8'h23: dout <= 16'h33_0b;             
        8'h24: dout <= 16'h35_0b;
        8'h25: dout <= 16'h37_1d;             
        8'h26: dout <= 16'h38_71; 
        8'h27: dout <= 16'h39_2a;                   
        8'h28: dout <= 16'h3C_78;  
        8'h29: dout <= 16'h69_40;                 
        8'h2A: dout <= 16'h6b_20;
        8'h2B: dout <= 16'h74_00;  
        8'h2C: dout <= 16'h8d_4a;
        8'h2D: dout <= 16'h8e_10;                   
        8'h2E: dout <= 16'h8f_4f;
        8'h2F: dout <= 16'h90_00;                      
        8'h30: dout <= 16'h91_00;
        8'h31: dout <= 16'h96_00;              
        8'h32: dout <= 16'h9a_00;
        8'h33: dout <= 16'hb0_00;          
        8'h34: dout <= 16'hb1_00;
        8'h35: dout <= 16'hb2_84;
        8'h36: dout <= 16'hb3_0c;
        8'h37: dout <= 16'hb8_0e;
        8'h38: dout <= 16'hb8_82;
        8'h39: dout <= 16'hb8_0a;
        8'h3A: dout <= 16'h3F_F0;  
        8'h3B: dout <= 16'hC9_00;
        8'h3C: dout <= 16'h41_10;  
        8'h3D: dout <= 16'h55_20;  
	    default: dout <= 16'hFF_FF;          
    endcase
    end
endmodule
File: config.mk
export PLATFORM = sky130hd
export DESIGN_NAME = camera_configure
export DESIGN_NICKNAME = camera_configure
export VERILOG_FILES = /design/flow/design.v
export SDC_FILE = /design/flow/constraint.sdc
export NUM_CORES = 4
export LEC_CHECK = 1
export CORE_UTILIZATION = 40
File: run.sh
#!/bin/bash
# OpenROAD 26Q1-2900-gdf79404cd8, Yosys 0.63+post, stock flow scripts
make -C /OpenROAD-flow-scripts/flow DESIGN_CONFIG=/design/flow/config.mk WORK_HOME=/design/flow/orfs finish
File: constraint.sdc
current_design camera_configure

set clk_period 8.3
set clk_io_pct 0.2

create_clock -name clk0 -period $clk_period [get_ports {clk}]

set non_clock_inputs [all_inputs -no_clocks]
set_input_delay [expr $clk_period * $clk_io_pct] -clock clk0 $non_clock_inputs
set_output_delay [expr $clk_period * $clk_io_pct] -clock clk0 [all_outputs]
==> results.py <==
# Auto-generated metrics
metrics = {
    "run_status": {
        "status": "complete, no violations",
    },
    "floorplanning": {
        "pin_count": 5,
        "placement_rows": 51,
        "core_mm2": 0.0198,
        "initCoreUtil_pct": 41.4,
        "die_h_um": 145,
        "die_x_um": 145,
        "die_area_mm2": 0.0211,
    },
    "worst_setup_path": {
        "cp_max_fo": 31,
        "path_class": "register to register",
        "r2r-start": "SCCB1.timer[0]",
        "cp.arrival_ns": 3.12,
        "critPathRequiredTime_ns": 8.44,
        "startpoint": "SCCB1.timer[0]",
        "critPathLaunchType": "register",
        "rr_endpoint": "SCCB1.timer[6]",
        "end_kind": "register",
        "rr_worst_depth": 7,
        "reg2reg_slack_ns": 5.33,
    },
    "clocking": {
        "cts_num_sinks": 149,
        "clk_pin_slew_ns": 0.06,
        "cts_tree": "done",
        "cts-hold-fix-buffers": 0,
        "cts-root-buf": "clkbuf_16",
        "clockBufferDepth": 2,
        "cts_buffers": 17,
        "h-tree-depth": 4,
        "clk_latency_ns": 0.41,
        "post_cts.repair.setup_buffers": 0,
        "cts_resized": 0,
    },
    "job": {
        "warning_count": 39,
        "drv_cap": 0,
    },
    "sta": {
        "skew_ns": 0.00661,
        "setup_tns_ns": 0,
        "worstMarginPinSlew_ns": 0.789,
        "slew_headroom_pct": 47.2,
        "setup_viol": 0,
        "fin_ws_ns": 5.33,
        "min_period_over_period_pct": 35.8,
        "min_period_ns": 2.97,
        "rsz0062_at_grt": "false",
        "hold_ws_ns": 0.416,
        "drv_slew": 0,
        "fmax_ghz": 0.337,
        "finalHoldViolCount": 0,
    },
    "power_and_ir_drop": {
        "leakage_nw": 2.97,
        "vdd_ir_drop_max_v": 0.000200,
        "power.density_mw_per_mm2": 332,
        "total_power_w": 0.00300,
    },
    "placed_design": {
        "hpwl_um": 10400,
        "place.gp.congestion": 0.864,
        "dpl_worst_slack_ns": 5.30,
        "port_buffers": 4,
    },
    "logic_synthesis": {
        "synth_flop_count": 149,
        "syn_area_mm2": 0.00819,
        "ys_cells": 803,
        "synth_cell_type_count": 69,
        "flop_cell": "edfxtp_1",
        "yosys_area_mm2": 0.00819,
        "synth-async-reset-ratio_pct": 0,
        "synth_seq_share_pct": 52.7,
        "syn_area_per_cell_um2": 10.2,
        "syn_inst": 803,
        "edf_count": 133,
        "ys_warn_count": 3,
    },
    "grt": {
        "grt_util_met3_pct": 2.98,
        "grt_pass1_vias": 5426,
        "antenna_found_initial": 0,
        "met2_usage_pct": 23.2,
        "gr-max-usage-layer": "met1",
        "use_met1_pct": 28.0,
        "grt_pass1_wl_um": 27100,
        "grtUsageTotal_pct": 16.4,
        "grt_max_degree": 58,
        "overflow": 0,
    },
    "hold_path": {
        "min_from": "config_1.SCCB_interface_addr[5]",
        "worstHoldPathType": "register to register",
        "holdPathStages": 0,
        "whs_endpoint": "SCCB1.latched_address[5]",
    },
    "routing": {
        "wirelength_um": 16000,
        "drtPass1Iterations": 5,
        "via_count": 5770,
        "wl_per_cell_um": 15.0,
        "drc_errors": 0,
        "drtAntennaViolNets": 0,
        "n_antenna_cell": 0,
        "first_iter_violations": 517,
        "viasPerCell": 5.41,
    },
    "cells_and_area": {
        "lay_top_count": "edfxtp_1",
        "final_cell_mix": "edfxtp_1, nor2_1, nand2_1",
        "drive_above_1_share_pct": 6.48,
        "area_delta_synth_final_pct": 10.2,
    },
}
[area by class of cell]
class,instances,area [um2]
timing repair buffer,13,108
multi-input combinational,582,3600
fill,1837,10700
clock inverter,8,58.8
inverter,26,97.6
clock buffer,24,526
tap,265,332
sequential,149,4310
[registers in the layout, summed over array words and instances, names as in the netlist, 4 cells and up]
| signal | count |
|---|---|
| config_1.rom_addr | 8 |
| rom1.dout | 16 |
| SCCB1.timer | 32 |
| config_1.SCCB_interface_data | 8 |
| SCCB1.FSM_return_state | 4 |
| SCCB1.tx_byte | 8 |
| SCCB1.latched_address | 8 |
| SCCB1.byte_index | 4 |
| SCCB1.latched_data | 8 |
| config_1.timer | 32 |
| config_1.SCCB_interface_addr | 8 |
| SCCB1.FSM_state | 4 |
[routing by layer]
layer,up-vias,wire (um)
met4,0,277
met3,21,707
met5,-,0
met2,126,7000
met1,2689,8040
li1,2934,-
[worst max path at each step]
stage | endpoint | slack [ns]
CTS | SCCB1.timer[6] | 5.31
finish | SCCB1.timer[6] | 5.33
global route | SCCB1.timer[8] | 5.04
[report_power, final]
| part | total [W] | switching (W) | internal, W |
|---|---|---|---|
| combinational | 0.00108 | 0.000689 | 0.000386 |
| sequential | 0.00118 | 0.000134 | 0.00105 |
| clock | 0.000741 | 0.000294 | 0.000447 |
| total | 0.00300 | 0.00112 | 0.00188 |
[worst max-delay path, cell delays in order (launching register included)]
cell	delay (ns)
edfxtp_1	0.43
inv_1	0.09
ha_1	0.17
nor3b_1	0.44
nand4_1	0.50
nor4_4	0.39
or2b_2	0.54
o21ai_1	0.14
[cell usage after synthesis (9+ instances only)]
cell      count  area share [%]
nand2b_1     21             1.6
nor2b_1      12            0.92
nor4_1       21             1.6
xor2_1       16             1.7
dfxtp_1      16             3.9
inv_1        25             1.1
o21ai_1      14            0.86
o21ai_0      21             1.3
ha_1         21             3.2
nand2_1      63             2.9
a21oi_1      28             1.7
nor2_1      123             5.6
clkbuf_1     34             1.6
edfxtp_1    133              49
xnor2_1      47             5.0
nor3_1       28             1.7
or3_1         9            0.69
nand3_1      27             1.6
nand4_1      12            0.92
[stage by stage]
stage	utilization [%]	cell area, um2	cells
global route	45.7	9030	1067
detailed placement	42.7	8450	1035
CTS	45.7	9030	1067
floorplan	-	8190	803
global placement	42.7	8450	1035
finish	45.7	9030	1067
[cell families (layout without fill, tap and decap cells)]
group	Yosys count	count (layout)	share of synthesized area (%)
mux	8	8	1.30
buf+inv	72	71	3.62
compound gates	140	140	11.6
simple gates	350	350	20.9
flops	149	149	52.7
xor+xnor	63	63	6.73
fa+ha+maj	21	21	3.21
