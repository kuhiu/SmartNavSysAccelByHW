<file path="design/flow/design.v">
`timescale 1ns / 1ps
module ov7670_rom(
    input   wire            clk,
    input   wire   [8-1 :0] addr,
    output  reg    [16-1:0] dout
    );
    always @(posedge clk) begin
        case(addr) 
            0:  dout <= 16'h12_80;  
            1:  dout <= 16'hFF_F0;  
            2:  dout <= 16'h12_04;  
            3:  dout <= 16'h11_80;  
            4:  dout <= 16'h0C_00;  
            5:  dout <= 16'h3E_00;  
            6:  dout <= 16'h04_00;  
            7:  dout <= 16'h40_C0;  
            8:  dout <= 16'h3a_04;  
            9:  dout <= 16'h14_18;  
            10: dout <= 16'h4F_B3;  
            11: dout <= 16'h50_B3;  
            12: dout <= 16'h51_00;  
            13: dout <= 16'h52_3d;  
            14: dout <= 16'h53_A7;  
            15: dout <= 16'h54_E4;  
            16: dout <= 16'h58_9E;  
            17: dout <= 16'h3D_C0;  
            18: dout <= 16'h17_14;  
            19: dout <= 16'h18_02;  
            20: dout <= 16'h32_80;  
            21: dout <= 16'h19_03;  
            22: dout <= 16'h1A_7B;  
            23: dout <= 16'h03_0A;  
            24: dout <= 16'h0F_41;  
            25: dout <= 16'h1E_00;  
            26: dout <= 16'h33_0B;  
            27: dout <= 16'h3C_78;  
            28: dout <= 16'h69_00;  
            29: dout <= 16'h74_00;  
            30: dout <= 16'hB0_84;  
            31: dout <= 16'hB1_0c;  
            32: dout <= 16'hB2_0e;  
            33: dout <= 16'hB3_80;  
            34: dout <= 16'h70_3a;
            35: dout <= 16'h71_35;
            36: dout <= 16'h72_11;
            37: dout <= 16'h73_f0;
            38: dout <= 16'ha2_02;
            39: dout <= 16'h7a_20;
            40: dout <= 16'h7b_10;
            41: dout <= 16'h7c_1e;
            42: dout <= 16'h7d_35;
            43: dout <= 16'h7e_5a;
            44: dout <= 16'h7f_69;
            45: dout <= 16'h80_76;
            46: dout <= 16'h81_80;
            47: dout <= 16'h82_88;
            48: dout <= 16'h83_8f;
            49: dout <= 16'h84_96;
            50: dout <= 16'h85_a3;
            51: dout <= 16'h86_af;
            52: dout <= 16'h87_c4;
            53: dout <= 16'h88_d7;
            54: dout <= 16'h89_e8;
            54: dout <= 16'h13_e0;  
            55: dout <= 16'h00_00;  
            56: dout <= 16'h10_00;  
            57: dout <= 16'h0d_40;  
            58: dout <= 16'h14_18;  
            59: dout <= 16'ha5_05;  
            60: dout <= 16'hab_07;  
            61: dout <= 16'h24_95;  
            62: dout <= 16'h25_33;  
            63: dout <= 16'h26_e3;  
            64: dout <= 16'h9f_78;  
            65: dout <= 16'ha0_68;  
            66: dout <= 16'ha1_03;  
            67: dout <= 16'ha6_d8;  
            68: dout <= 16'ha7_d8;  
            69: dout <= 16'ha8_f0;  
            70: dout <= 16'ha9_90;  
            71: dout <= 16'haa_94;  
            72: dout <= 16'h13_e5;  
            default: dout <= 16'hFF_FF;          
        endcase
    end
endmodule
</file>
<file path="design/flow/run.sh">
#!/bin/bash
# OpenROAD 26Q1-2900-gdf79404cd8, Yosys 0.63+post, stock flow scripts
make -C /OpenROAD-flow-scripts/flow DESIGN_CONFIG=/design/flow/config.mk WORK_HOME=/design/flow/orfs finish
</file>
<file path="design/flow/config.mk">
export PLATFORM = sky130hd
export DESIGN_NAME = ov7670_rom
export DESIGN_NICKNAME = ov7670_rom
export VERILOG_FILES = /design/flow/design.v
export SDC_FILE = /design/flow/constraint.sdc
export NUM_CORES = 4
export LEC_CHECK = 1
export CORE_AREA = 10 10 108 108
export DIE_AREA = 0 0 118 118
</file>
<file path="design/flow/constraint.sdc">
current_design ov7670_rom

set clk_period 2.6
set clk_io_pct 0.2

create_clock -name clk0 -period $clk_period [get_ports {clk}]

set non_clock_inputs [all_inputs -no_clocks]
set_input_delay [expr $clk_period * $clk_io_pct] -clock clk0 $non_clock_inputs
set_output_delay [expr $clk_period * $clk_io_pct] -clock clk0 [all_outputs]
</file>
==> flow_metrics.tcl <==
# implementation run metrics
set metrics [dict create \
    route.met3.wl_um 787 \
    ys_seq_share_pct 14.8 \
    ys.flop_type "dfxtp_1" \
    drtAntennaViolNets 0 \
    wire_per_inst_um 17.0 \
    first_pass_iters 5 \
    swShare_pct 35.3 \
    vias_per_cell 5.37 \
    wl_met1_um 3540 \
    fin_worst_hold_slack_ps 806 \
    p_sw_uw 324 \
    maxSlewHeadroom_pct 66.3 \
    drc_errors 0 \
    track_usage_pct 11.1 \
    ys_chip_area_um2 2160 \
    cts_post_setup_buffers_inserted 0 \
    synth_warnings 1 \
    vias 2578 \
    cts_root_buf "clkbuf_8" \
    synth_async_sr_flop_share_pct 0 \
    cp_top_family "AND-OR/OR-AND gates" \
    chipArea_um2 13900 \
    wirelength_um 8140 \
    hpwl_um 6140 \
    fin_area_um2 2820 \
    edf_count 0 \
    path_class "in2reg" \
    slowest_stage "a2111oi_0" \
    cp.required_ps 2780 \
    ys_cells 309 \
    synthDistinctLibCells 55 \
    antenna_found_initial 0 \
    setup-violations-final 0 \
    port_buffers 24 \
    startpoint_type "input pin" \
    top_register "dout" \
    cts_buffers 3 \
    grt_pass1_vias 2369 \
    synth_flops 16 \
    peakVddDrop_mv 0.147 \
    netlist_area_um2 2160 \
    power_uw 918 \
    arrival_ps 2560 \
    met2_length_um 3640 \
    comb_power_share_pct 46.1 \
    critical_path_depth 8 \
    reg_top3 "dout: 16 flops" \
    clockPowerShare_pct 24.6 \
    hold_depth 4 \
    syn_to_final_growth_pct 30.6 \
    largest_register_ffs 16 \
    tool_warnings 36 \
    place_area_um2 2770 \
    max_clock_freq_ghz 0.420 \
    synthCells 309 \
    cts_hold_buf 0 \
    hold_violations 0 \
    finalWeightedCongestion 0.983 \
    clk_pin_slew_worst_paths_ps 70 \
    maxCapViolCount 0 \
    rsz0062_at_grt "false" \
    cts-resized-gates 0 \
    pin_count 25 \
    core_area_um2 9280 \
    maxUsedRoutingLayer "met4" \
    hp-class "in2reg" \
    seqPwrFrac_pct 29.3 \
    cts_buffer_depth 2 \
    cts_max_level 1 \
    diodes 0 \
    grt_overflow_total 0 \
    path_buffers 2 \
    grt_pass1_wl_um 12900 \
    drive_above_1_share_pct 18.5 \
    die_h_um 118 \
    initial_core_util_pct 23.3 \
    max_stage_delay_ps 510 \
    worst_pin_slew_ps 492 \
    drt_iter0_drc 333 \
    post-route-min-period_ps 2380 \
    rows 35 \
    tritoncts "done" \
    pwr_density_cell_nw_per_um2 325 \
    status "finished clean" \
    p_int_uw 593 \
    avgSynthCellArea_um2 6.99 \
    die_w_um 118 \
    grt_max_degree 37 \
    p_leak_uw 0.00111 \
    slew_violations 0 \
    cp-end-kind "flop" \
    crit_fanout 7 \
    crit_chain "clkdlybuf4s50_1 -> buf_4 -> ha_1 -> nand2b_1 -> nor2_1 -> a2111oi_0 -> a221oi_1 -> a22oi_1" \
    period_used_pct 91.6 \
    cts_sinks 16 \
]
==> cells by family (layout without fill, tap and decap cells) <==
kind of cell	after synthesis	count (layout)	share of synthesized area, %
AOI/OAI and AO/OA	125	125	38.0
buffers and inverters	43	85	9.04
DFF	16	16	14.8
and+or+nand+nor	101	101	23.1
muxes	9	9	6.55
xor gates and xnor gates	1	1	0.406
adders and majority gates	14	14	8.11
==> Yosys cell counts (3+ instances only) <==
| library cell | count | share of area, % |
|---|---|---|
| buf_1 | 3 | 0.52 |
| buf_2 | 12 | 2.8 |
| a211oi_1 | 4 | 1.4 |
| a221oi_1 | 6 | 2.4 |
| nand3_1 | 7 | 1.6 |
| o21ai_0 | 34 | 7.9 |
| o211ai_1 | 10 | 3.5 |
| clkbuf_1 | 17 | 3.0 |
| nor2_1 | 23 | 4.0 |
| nand2_1 | 28 | 4.9 |
| nand2b_1 | 9 | 2.6 |
| inv_1 | 7 | 1.2 |
| dfxtp_1 | 16 | 15 |
| a211o_1 | 4 | 1.6 |
| nand3b_1 | 3 | 1.0 |
| mux4_2 | 4 | 4.2 |
| a2111oi_0 | 3 | 1.2 |
| a31o_2 | 3 | 1.2 |
| ha_1 | 14 | 8.1 |
| nor3_1 | 5 | 1.2 |
| a21oi_1 | 29 | 6.7 |
| a31oi_1 | 5 | 1.4 |
| mux2i_1 | 4 | 1.9 |
| nor2b_1 | 17 | 4.9 |
==> power by group through the flow <==
stage	clock network [µW]	logic, µW	registers (µW)
4_1_cts	239	416	269
5_1_grt	242	461	271
6_report	225	423	269
==> worst paths after layout <==
check  startpoint       end  slack [ps]
min       addr[3]   dout[9]         810
max       addr[0]  dout[12]         220
==> layout make-up <==
| type | count | area [µm²] |
|---|---|---|
| fillers | 1015 | 6460 |
| clock buffers | 4 | 55.1 |
| flip-flops and latches | 16 | 320 |
| multi-input cells | 250 | 1640 |
| repair buffers | 73 | 611 |
| inverters | 8 | 30.0 |
| well taps | 129 | 161 |
==> cells in the final DEF (no fill, tap or decap), drive strengths merged, types with 10 or more instances in the layout <==
cell	n
a21oi	30
ha	14
o211ai	10
dfxtp	16
nand2	28
nor2	23
nor2b	17
clkdlybuf4s50	22
buf	51
o21ai	36
==> per-stage QoR <==
step                setup slack (ps)  instances  utilization (%)  setup TNS (ps)
floorplan                        190        309                -               0
global placement               -45.6        476             29.8            -148
detailed placement             -3.82        476             29.8           -3.82
CTS                              268        480             30.4               0
global route                    65.3        480             30.4               0
finish                           217        480             30.4               0
==> worst min-delay path: cells and delay by family <==
| family | cells | cell delay, ps |
|---|---|---|
| compound gates | 1 | 80 |
| buf+inv | 1 | 210 |
| simple gates | 2 | 210 |
==> routing by layer <==
metal,GRT usage (%),vias up
met1,15.8,1174
met3,1.90,16
met4,3.25,0
met2,16.8,156
li1,-,1232
met5,0,-
Power figures rest on the tool's default switching activity, not on a simulated workload.
