==> flow/design.v <==
`timescale 1ns / 1ps
module ov7670_capture(
    input               pclk,            
    input               vsync,           
    input               href,            
    input  [8-1 :0]     d,               
    output reg [12-1:0] dout,            
    output reg          pixel_valid,     
    output reg          frame_done       
    );
    reg                 state, next_state; 
    localparam          WAIT_FRAME  = 1'b0;
    localparam          CAPTURE     = 1'b1;
    reg                 byte_arrived;
    always @(posedge pclk) begin
        state <= next_state;
    end
    always @(posedge pclk) begin
        case (state) 
            WAIT_FRAME: begin    
                if (vsync == 1'b1)
                    next_state <= WAIT_FRAME;
                else 
                    next_state <= CAPTURE;
                frame_done <= 1'b0;
            end
            CAPTURE: begin
                if (vsync == 1'b1) begin         
                    next_state <= WAIT_FRAME;    
                    frame_done <= 1'b1;
                end else begin 
                    next_state <= CAPTURE;
                    frame_done <= 1'b0;
                end
                if (href && byte_arrived) 
                    pixel_valid <= 1'b1;
                else 
                    pixel_valid <= 1'b0;
                if (href) begin
                    byte_arrived <= ~ byte_arrived;
                    if (byte_arrived == 1'b1) 
                        dout <= d[3:0];
                    else 
                        dout[11:4] <= d; 
                end
            end
            default: 
                next_state <= WAIT_FRAME;
        endcase
    end
endmodule
==> flow/run.sh <==
#!/bin/bash
# OpenROAD 26Q1-2900-gdf79404cd8, Yosys 0.63+post, stock flow scripts
make -C /OpenROAD-flow-scripts/flow DESIGN_CONFIG=/design/flow/config.mk WORK_HOME=/design/flow/orfs finish
==> flow/config.mk <==
export PLATFORM = sky130hd
export DESIGN_NAME = ov7670_capture
export DESIGN_NICKNAME = ov7670_capture
export VERILOG_FILES = /design/flow/design.v
export SDC_FILE = /design/flow/constraint.sdc
export NUM_CORES = 4
export LEC_CHECK = 1
export CORE_AREA = 10 10 75 75
export DIE_AREA = 0 0 85 85
==> flow/constraint.sdc <==
current_design ov7670_capture

set clk_period 2.2
set clk_io_pct 0.2

create_clock -name clk0 -period $clk_period [get_ports {pclk}]

set non_clock_inputs [all_inputs -no_clocks]
set_input_delay [expr $clk_period * $clk_io_pct] -clock clk0 $non_clock_inputs
set_output_delay [expr $clk_period * $clk_io_pct] -clock clk0 [all_outputs]
==> impl_report.txt <==
RUN METRICS
----------------------------------------------------
[Setup path]
  Critical-path cell with the highest stage delay ........................ clkdlybuf4s50_1
  Data arrival time of the worst path ........................ 1.04 ns
  Kind of critical path ........................ flop to primary output
  Startpoint kind of the worst setup timing path ........................ flop
  Series of cell instances along the critical path ........................ clkdlybuf4s50_1
  Data required time at the worst endpoint ........................ 1.76 ns
  Worst path buffer plus inverter count ........................ 1
  Critical path endpoint category ........................ primary output
  Worst Path Max Fanout ........................ 1
  CP top delay family ........................ buffers and inverters
  Setup slack of the worst register-to-register path ........................ 1.05 ns
  Slowest Stage Delay on Critical Path ........................ 0.48 ns

[GRT]
  Total track usage ........................ 3.18%
  Initial antenna violation count ........................ 0
  Vias in the first global route ........................ 359
  Maximum number of pins on one net before global-route repair ........................ 12
  Overflow after GRT ........................ 0
  First-pass GRT wire length ........................ 1.79 mm

[Timing]
  Worst max-slew margin expressed relative to the limit ........................ 74.9%
  Minimum hold slack ........................ 0.326 ns
  Post-route minimum period ........................ 1.48 ns
  Setup repair after global routing missed its margin ........................ no
  Number of endpoints failing setup at the final stage ........................ 0
  Count of endpoints failing hold in the final timing report ........................ 0
  FMAX ........................ 0.675 GHz
  Transition time at the pin with the least slew margin ........................ 0.377 ns
  Maximum clock skew at final layout ........................ 0.00176 ns
  Setup TNS after final layout ........................ 0 ns
  Final Max-Slew Violation Tally ........................ 0
  Share of the clock period used by the worst path ........................ 67.4%

[Yosys]
  Ys cells ........................ 32
  Tally of unique sky130hd cells used after synthesis ........................ 7
  Yosys synthesis warning count ........................ 1
  Top_reg_cell synth ........................ edfxtp_1
  Portion of the post-synthesis area used by sequential elements ........................ 84.2%
  Most instantiated cells after synthesis ........................ edfxtp_1, nor2b_1, and2_1, dfxtp_1, inv_1
  Gate Count Post-Synth ........................ 32
  Simple-gate portion of the synthesized area ........................ 13.2%
  Post-synthesis share of cell area spent on full adders, half adders and majority gates ........................ 0%
  Area share of the largest cell type after synthesis ........................ 73.7%
  Most instantiated library cell after synthesis ........................ edfxtp_1
  Area leader, netlist ........................ edfxtp_1
  Top cells by area ........................ edfxtp_1, dfxtp_1, nor2b_1
  Synthesis area per yosys ........................ 571 um2
  Largest logic family ........................ simple AND/OR/NAND/NOR gates
  Average size of a mapped cell ........................ 17.8 um2
  Xor and xnor fraction of the mapped netlist area ........................ 0%
  Cell area after synthesis ........................ 571 um2
  #FFs+latches synth ........................ 17
  EDFF count, synth ........................ 14
  Area fraction in compound gates after synthesis ........................ 0%
  Mux frac, synth ........................ 0%
  Async set-reset flop share out of synthesis ........................ 0%

[Floorplanning]
  Die Ht ........................ 85 um
  DIE AREA ........................ 0.00723 mm2
  Core box area ........................ 0.00406 mm2
  Rows ........................ 23
  Number of top-level design ports ........................ 25
  Chip width ........................ 85 um
  Floorplan Utilization ........................ 14.1%

[Worst hold path]
  Class of the tightest hold or removal check ........................ flop to flop

[Clocking]
  H-Tree Depth ........................ 1
  Setup Buffers After CTS ........................ 0
  Total clock sinks ........................ 17
  CTS tree ........................ yes
  # hold bufs at CTS ........................ 0
  Root Buffer Master ........................ clkbuf_8
  Clock buffer depth ........................ 2
  Clk slew on worst S/H paths ........................ 0.05 ns
  Number of buffers inserted during clock tree synthesis ........................ 3
  Count of instances resized after the clock tree is built ........................ 0
  Clock latency on the worst-skew pair ........................ 0.24 ns

[Pwr]
  Static Leakage ........................ 0.316 nW
  Maximum vdd drop ........................ 0.000449 V
  Cell area power density ........................ 689 mW/mm2

[Routing]
  Iteration-0 DRC count of the detailed router ........................ 20
  Post-DR vias/cell ........................ 2.97
  # DRC ........................ 0
  Total number of vias ........................ 324
  Wire length per cell after detailed routing ........................ 10.8 um
  First-pass DRT Iterations ........................ 4
  Number of inserted diodes ........................ 0
  Total routed wirelength ........................ 1.18 mm
  Antenna viol nets, final ........................ 0

[Final layout]
  Final design utilization ........................ 22.4%
  Share of layout cells above drive strength 1 ........................ 5.08%
  Layout filler cell count ........................ 413
  Signed area change from the synthesized netlist to the final layout ........................ 59.6%

[Run]
  Number of max-cap violations ........................ 0
  Number of logged tool warnings ........................ 25

[Placed design]
  Buffers added on ports ........................ 24
  DPL Wire Length ........................ 1.02 mm
  RePlAce Congestion ........................ 0.664

[Outcome]
  Result of the run ........................ finished, final reports clean

----------------------------------------------------
[per-stage QoR]
step / area [um2] / instances / total power (W) / setup WS, ns
6_report: 911 / 109 / 0.000628 / 0.718
5_1_grt: 911 / 109 / 0.000659 / 0.651
4_1_cts: 911 / 109 / 0.000637 / 0.692
3_5_place_dp: 866 / 105 / 0.000423 / 0.540
3_3_place_gp: 866 / 105 / 0.000422 / 0.582
2_1_floorplan: 571 / 32 / 0.000381 / 1.14
[logic make-up after synthesis]
kind of cell	count (synthesis)
AND/OR/NAND/NOR	12
buffers and inverters	3
flip-flops	17
[path summary, 6_finish.rpt]
kind,from,to,cells after the start
worst min-delay path,next_state$_DFF_P_,state$_DFF_P_,0
worst min register to register,next_state$_DFF_P_,state$_DFF_P_,0
worst max-delay path,dout[11]$_SDFFCE_PP0P_,dout[11],1
worst max register to register,byte_arrived$_DFFE_PP_,dout[2]$_DFFE_PP_,1
[final cells by class]
type                    instances  area, um2  share of cell area (%)
well taps                      50       62.6                    6.87
multi-input cells              12       75.1                    8.24
inverters                       2       7.51                   0.824
flip-flops and latches         17        480                    52.7
clock buffers                   4       45.0                    4.95
repair buffers                 24        240                    26.4
[sequential cells by signal, indices dropped and copies added, names as in the netlist]
name          count
frame_done        1
pixel_valid       1
state             1
byte_arrived      1
dout             12
next_state        1
[layout by cell type (no fill, tap or decap)]
cell             synthesis  layout
clkdlybuf4s50_1          0      24
nor2b_1                  8       8
dfxtp_1                  3       3
edfxtp_1                14      14
and2_1                   3       3
clkbuf_8                 0       3
clkbuf_1                 0       1
and3_1                   1       1
inv_1                    2       2
[routing by layer]
metal | vias to the layer above | wire (um) | GRT usage, %
li1 | 161 | - | -
met1 | 143 | 443 | 3.27
met2 | 18 | 585 | 5.45
met3 | 2 | 142 | 2.12
met4 | 0 | 5 | 0.299
met5 | - | 0 | 0
[power breakdown]
part	internal [W]	switching, W	total (W)
registers	0.000363	0.00000498	0.000368
logic	0.0000354	0.0000111	0.0000465
clock network	0.000128	0.0000861	0.000214
total	0.000526	0.000102	0.000628
Power figures rest on the tool's default switching activity, not on a simulated workload.
